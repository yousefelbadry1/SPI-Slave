## /design/flow/config.mk

```make
export PLATFORM = sky130hd
export DESIGN_NAME = Wrapper
export DESIGN_NICKNAME = Wrapper
export VERILOG_FILES = /design/flow/design.v
export SDC_FILE = /design/flow/constraint.sdc
export NUM_CORES = 4
export LEC_CHECK = 1
export CORE_UTILIZATION = 50
```

## /design/flow/constraint.sdc

```tcl
current_design Wrapper

set clk_period 41.4
set clk_io_pct 0.2

create_clock -name clk0 -period $clk_period [get_ports {clk}]

set non_clock_inputs [all_inputs -no_clocks]
set_input_delay [expr $clk_period * $clk_io_pct] -clock clk0 $non_clock_inputs
set_output_delay [expr $clk_period * $clk_io_pct] -clock clk0 [all_outputs]
```

## /design/flow/design.v

```verilog
module Ram (din,clk,rst_n,rx_valid,dout,tx_valid);
parameter MEM_DEPTH = 256;
parameter ADDR_SIZE = 8;
input clk,rst_n,rx_valid;
input [9:0] din;
output reg [ADDR_SIZE-1:0] dout;
output reg tx_valid;
reg [ADDR_SIZE-1:0] mem [MEM_DEPTH-1:0];
reg [ADDR_SIZE-1:0] hold_read_write;
always @(posedge clk) begin
if (~rst_n)
dout <= 0;
else
case (din[9:8])
0 : if (rx_valid) begin
    hold_read_write <= din[7:0];
    tx_valid <= 0;
end
1 : if (rx_valid) begin
    mem[hold_read_write] <= din[7:0];
    tx_valid <= 0;
end
2 : begin 
    hold_read_write <= din[7:0];
    tx_valid <= 1;
end
3 : begin
    dout <= mem[hold_read_write];
    tx_valid <= 1;
end
endcase
end
endmodule
module SPI_SLAVE (MOSI,MISO,SS_n,clk,rst_n,rx_data,rx_valid,tx_data,tx_valid);
parameter IDLE = 3'b000,
          CHK_CMD = 3'b001,
          READ_ADD = 3'b010,
          READ_DATA = 3'b011,
          WRITE = 3'b100;
input MOSI,clk,rst_n,tx_valid,SS_n;
input [7:0] tx_data; reg [7:0] shift_value;
output reg MISO,rx_valid;
output reg [9:0] rx_data;
(*fsm_encoding="sequential"*)
reg [2:0] cs,ns;
reg [3:0] counter_write;
reg [4:0] counter_read;
reg [9:0] serial_2_parallel;
always @(posedge clk) begin
if (~rst_n)
	cs <= IDLE;
else
	cs <= ns;
end
always @(cs,SS_n) begin
case (cs)
IDLE : if (SS_n)
       		ns = IDLE;
       else
       		ns = CHK_CMD;
CHK_CMD:begin 
	 if (SS_n)
        	ns = IDLE;
        else if (MOSI) 
        begin
            if (tx_valid) 
        		ns = READ_DATA; 
            else 
        		ns = READ_ADD; 	
        end
        else
        	ns = WRITE;
        end
READ_ADD : if (SS_n)
           		ns = IDLE;
           else if (counter_write < 10)
           		ns = READ_ADD;
READ_DATA :if (SS_n)
            	ns = IDLE;
           else if (counter_read < 18)
            	ns = READ_DATA;
WRITE : if (SS_n)
        	ns = IDLE;
        else if (counter_write < 10)
        	ns = WRITE;
endcase
end
always @(posedge clk) 
begin
if (~rst_n) 
begin
	counter_write <= 0; 
	counter_read <= 0; 
	rx_data <= 0; 
	serial_2_parallel <= 0;
end
else if ((cs == WRITE) || (cs == READ_ADD) || ((cs == READ_DATA) && (counter_read <= 10)) && (~SS_n))
begin
serial_2_parallel <= {serial_2_parallel[8:0],MOSI};
counter_write <= counter_write + 1;
if (cs == READ_DATA)
counter_read <= counter_read + 1;
if (counter_write == 10) begin
rx_valid <= 1;
rx_data <= serial_2_parallel;
counter_write <= 0;
serial_2_parallel <= 0;
end
end
else if ((cs == (READ_DATA)) && (~SS_n) && (counter_read > 10))
begin
	if (tx_valid)
	begin
shift_value <= counter_read-11;
MISO <= tx_data >> shift_value;
counter_read <= counter_read + 1;	
	end
	if (counter_read == 18) 
		counter_read <= 0;
end
else begin
counter_read <= 0;
counter_write <= 0;
end
end
endmodule
module Wrapper (MOSI,MISO,SS_n,clk,rst_n);
input MOSI,SS_n,clk,rst_n;
output MISO;
wire [9:0] rx_data; wire rx_valid; wire [7:0] tx_data; wire tx_valid;
SPI_SLAVE m1 (MOSI,MISO,SS_n,clk,rst_n,rx_data,rx_valid,tx_data,tx_valid);
Ram m2 (rx_data,clk,rst_n,rx_valid,tx_data,tx_valid);
endmodule
```

## /design/flow/run.sh

```bash
#!/bin/bash
# OpenROAD 26Q1-2900-gdf79404cd8, Yosys 0.63+post, stock flow scripts
make -C /OpenROAD-flow-scripts/flow DESIGN_CONFIG=/design/flow/config.mk WORK_HOME=/design/flow/orfs finish
```

==> metrics.cfg <==
[yosys]
synth_cells=4074
ys.flops=2107
yosys.area.top_type_share_pct=75.2
postSynthAreaPerCell_um2=20.2
syn_area_um2=82400
ys_cells=4074
ys_chip_area_um2=82400
yosys.area.top_type=edfxtp_1
synth_cell_type_count=75
ys.flop_type=edfxtp_1
topCellsByArea=edfxtp_1 75%, mux4_2 13%, mux2i_1 2.6%, nor2_1 1.3%, dfxtp_1 0.97%
async_flop_share_pct=0
edf_count=2064
ys.warnings.count=4

[routing]
wl_met2_um=99500
final_antenna_net_count=0
dr.max_layer_used=met5
drt_wl_total_um=224000
drtIter0Drc=3239
routed-via-count=41100
routedWlPerCell_um=34.2
via_per_inst=6.28
drc=0
firstDrtPassIters=6
wirelength_met1_um=72900
wl_met3_um=42800

[floorplanning]
io_pins=5
dieWidth_um=408
core_um2=163000
chip_area_um2=166000
die_h_um=408
rows=148
initCoreUtil_pct=50.5

[power_and_ir_drop]
p_sw_share_pct=19.8
p_int_mw=3.41
power.density_nw_per_um2=46.2
switchingPower_uw=842
power_frac_comb_pct=1.3
irDropWorstVdd_mv=0.0422
p_clk_share_pct=44.5
seq_power_share_pct=54.2
p_leak_nw=33.3

[placement]
dp_hpwl_um=139000
io_buffers=4
gp_congestion=0.929

[timing]
fin_crit_sh_pct=27.4
worst_pin_slew_ns=0.922
clock_skew_ns=0.0439
finalSetupTns_ns=0
slew_viol_final=0
slew_headroom_pct=36.9
fin_crit_ns=11.35
hold_violations=0
setup_viol=0
fmax_mhz=88.1
unclocked_regs=3
untimed_endpoints=3
rsz0062_at_grt=false

[cts]
hold_buffers=0
post_cts_buffers=0
htreeDepth=4
clk_pin_slew_worst_paths_ns=0.06
cts_made_buffers=207
cts_tree=yes
insertion_delay_ns=0.84
cts.repair.resized=0
clk_path_buf_depth=3
cts_root_buf=clkbuf_16

[layout]
drive_gt1_share_pct=22.2
area_delta_synth_final_pct=11.6
finish.utilization_pct=56.4

[global_routing]
antenna_found_initial=6
grt_max_degree=97
grt-ovfl-total=0
grt_pass1_wl_um=324000
first_global_vias=45600
grt_usage_pct=31.0

[critical_path]
endpoint=m2.mem[223][3]
worstPathMaxFanout=40
critPathArrivalTime_ns=11.80
timing.rr.start=m2.hold_read_write[1]
worst_setup_path_start_kind=input port
path_class=input port to register
r2r_end=m2.dout[2]
r2r_cells=10
crit_path_end_kind=register
critPathLaunch=rst_n
r2r_setup_slack_ns=36.32
crit_required_ns=41.85

[hold_path]
hold_start=m1.serial_2_parallel[9]
min_path_type=register to register

[outcome]
status=completed

[flow_run]
drv_cap=0
tool_warnings=28

==> flip-flops by register name, summed over array words and instances (netlist names) <==
signal                cells
m2.dout                   8
m1.rx_data               10
m1.counter_write          4
m1.MISO                   1
m1.cs                     3
m1.shift_value            6
m2.mem                 2048
m2.tx_valid               1
m2.hold_read_write        8
m1.serial_2_parallel     10
m1.counter_read           5
m1.ns                     3
==> power by group through the flow <==
stage | Clock, mW | Combinational [mW] | Sequential (mW)
4_1_cts | 1.92 | 0.0553 | 2.30
5_1_grt | 2.00 | 0.0584 | 2.30
6_report | 1.89 | 0.0554 | 2.30
==> critical path: stages <==
cell and delay [ns]:
clkdlybuf4s50_1 0.46, buf_4 0.39, nand3b_1 0.33, nor2_1 0.58, nand3_2 0.57, buf_4 0.53
nor2_1 0.64
==> cells in the mapped netlist (all sizes together), types with 5 or more instances <==
master and instances:
o21ai 37, or4 5, and3 13, a221oi 8, o211ai 9, inv 17
nor3 20, a32oi 26, a2111oi 7, mux4 464, nor2b 19, a22oi 65
and2 9, mux2 20, a211oi 14, a31oi 10, mux2i 212, a21oi 44
edfxtp 2064, nand2b 16, nand4 20, nor2 296, buf 167, a21boi 22
nand2 185, clkbuf 85, dfxtp 40, o22ai 28, nand3 69, nor3b 6
o221ai 5
==> metrics by stage <==
stage	worst slack [ns]	hold slack (ns)	cells	total power [mW]	cell area, um^2
6_report	30.05	0.471	6542	4.25	92000
5_1_grt	29.90	0.496	6542	4.36	92000
4_1_cts	30.14	0.472	6540	4.28	92000
3_5_place_dp	29.23	0.461	6154	2.40	85100
3_3_place_gp	29.32	0.456	6154	2.40	85100
2_1_floorplan	31.40	0.441	4074	2.38	82400
==> cells by family after synthesis <==
kind of cell	after synthesis	synth area share, %
xor+xnor	7	0.0744
latches	3	0.0547
simple gates	675	3.58
compound gates	314	2.70
buf+inv	271	1.81
fa+ha+maj	4	0.0607
flops	2104	76.2
mux	696	15.5
==> layout make-up <==
type | instances | area, um^2
repair buffers | 157 | 1260
fillers | 12000 | 71200
clock inverters | 137 | 1510
well taps | 2175 | 2720
clock buffers | 249 | 5360
inverters | 19 | 73.8
diodes | 2 | 5.00
flip-flops and latches | 2107 | 62900
multi-input cells | 1696 | 18200
==> cell usage in the layout (no fill, tap or decap), types with 9 or more instances in the layout <==
| cell type | Yosys | routed |
|---|---|---|
| mux2_2 | 18 | 18 |
| nor3_1 | 20 | 20 |
| dfxtp_1 | 40 | 32 |
| buf_4 | 60 | 147 |
| nor2_1 | 296 | 295 |
| mux4_2 | 464 | 464 |
| nor2b_1 | 19 | 16 |
| clkinv_2 | 0 | 40 |
| a21oi_1 | 44 | 44 |
| a21boi_0 | 22 | 22 |
| a211oi_1 | 14 | 14 |
| nand3_1 | 69 | 65 |
| edfxtp_1 | 2064 | 2064 |
| inv_1 | 16 | 16 |
| mux2i_1 | 212 | 212 |
| o211ai_1 | 9 | 9 |
| clkbuf_1 | 85 | 41 |
| o21ai_0 | 33 | 33 |
| nand2b_1 | 16 | 16 |
| bufinv_16 | 0 | 26 |
| nand2_1 | 184 | 172 |
| a31oi_1 | 10 | 10 |
| and3_1 | 13 | 13 |
| clkbuf_16 | 0 | 208 |
| a32oi_1 | 26 | 26 |
| o22ai_1 | 28 | 28 |
| nand2_2 | 1 | 13 |
| a22oi_1 | 65 | 65 |
| nand4_1 | 20 | 20 |
| clkinv_1 | 2 | 47 |
==> per-layer routing <==
layer  vias up  track usage, %
li1      17000               -
met1     20700            41.7
met2      3048            40.9
met3       388            25.8
met4        16            7.97
met5         -            3.10
==> worst min path at each step <==
stage                             end  slack [ns]  cells past startpoint
global route  m1.serial_2_parallel[9]        0.50                      2
CTS                     m1.rx_data[9]        0.47                      2
finish                  m1.rx_data[9]        0.47                      2
No activity file was given, so power comes from the tool's default toggle rates.
